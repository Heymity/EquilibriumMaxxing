==> design.v <==
module decoder_5 (
    input  wire        clock,
    input  wire        reset,
    input  wire        carrega_frame,
    input  wire [4:0]  led_select,
    input  wire [23:0] cor_led,
    output reg [2:0]  led_index,
    output reg [23:0] led0,
    output reg [23:0] led1,
    output reg [23:0] led2,
    output reg [23:0] led3,
    output reg [23:0] led4
);
    integer i;
    reg [23:0] leds_int [0:4];
    always @(posedge clock or posedge reset) begin
        if (reset) begin
            for (i = 0; i < 5; i=i+1)
                leds_int[i] <= 24'h000000;
        end
        else if (carrega_frame) begin
            for (i = 0; i < 5; i=i+1)
                leds_int[i] <= led_select[i] ? cor_led : 24'h000000;
        end
    end
    always @(*) begin
        led_index = 3'd0;
        for (i = 4; i >= 0; i=i-1) begin
            if (leds_int[i] != 24'h000000) begin
                led_index = i[2:0];
            end
        end
        {led0, led1, led2, led3, led4} = {
            leds_int[0],
            leds_int[1],
            leds_int[2],
            leds_int[3],
            leds_int[4]
        };
    end
endmodule
==> run.sh <==
#!/bin/bash
# OpenROAD 26Q1-2900-gdf79404cd8, Yosys 0.63+post, stock flow scripts
make -C /OpenROAD-flow-scripts/flow DESIGN_CONFIG=/design/flow/config.mk WORK_HOME=/design/flow/orfs finish
==> config.mk <==
export PLATFORM = sky130hd
export DESIGN_NAME = decoder_5
export DESIGN_NICKNAME = decoder_5
export VERILOG_FILES = /design/flow/design.v
export SDC_FILE = /design/flow/constraint.sdc
export NUM_CORES = 4
export LEC_CHECK = 1
export CORE_UTILIZATION = 40
==> constraint.sdc <==
current_design decoder_5

set clk_period 3.1
set clk_io_pct 0.2

create_clock -name clk0 -period $clk_period [get_ports {clock}]

set non_clock_inputs [all_inputs -no_clocks]
set_input_delay [expr $clk_period * $clk_io_pct] -clock clk0 $non_clock_inputs
set_output_delay [expr $clk_period * $clk_io_pct] -clock clk0 [all_outputs]
==> results_dict.tcl <==
# implementation run metrics
set metrics [dict create \
    cpPeakStageDelay_ps 550 \
    ys_chip_area_sq_um 5080 \
    die-height_um 115 \
    number_of_h_tree_levels 4 \
    topCellsByArea "sky130_fd_sc_hd__dfrtp_1 (59%), sky130_fd_sc_hd__o21ai_0 (12%), sky130_fd_sc_hd__nand3_1 (9.5%)" \
    regToRegEndpoint "leds_int[0][20]" \
    tritoncts_clock_tree "yes" \
    grt_overflow 0 \
    timing.clock.skew_ps 0 \
    leading_cell_types_by_count_after_synthesis "sky130_fd_sc_hd__inv_1 (121), sky130_fd_sc_hd__dfrtp_1 (120), sky130_fd_sc_hd__o21ai_0 (120)" \
    power.share.combinational 0.131 \
    core_area_sq_um 12200 \
    route.antenna.diode_count 0 \
    relSlewSlack 0.414 \
    cts.clk_slew.worst_paths_ps 50 \
    route.final.wire_length_mm 15.4 \
    path_max_fanout 3 \
    hold_viol_final 0 \
    post_synth_num_cell_types 20 \
    p_int_mw 3.49 \
    drt-initial-drc-count 404 \
    clk_tree_root_cell "sky130_fd_sc_hd__clkbuf_16" \
    count_of_warning_messages_emitted_by_the_tools 27 \
    postPlaceCellArea_sq_um 6780 \
    viasPerCell 5.00 \
    ctsHoldBuffers 0 \
    criticalPathCategory "reg -> out" \
    utilization 0.616 \
    regMostFlops "leds_int" \
    nFillCells 1053 \
    synthToLayoutAreaGrowth_pct 48.2 \
    worst_ep_required_time_ps 2480 \
    syn-mean-instance-area_sq_um 9.02 \
    hpwl_detailed_mm 10.4 \
    async_flop_share 1.00 \
    io_buffer_count 154 \
    layout-drive-gt1-share 0.0743 \
    period_minus_slack_ps 2970 \
    design_area_sq_um 7520 \
    yosysCellCount 563 \
    yosys.area.top_type_share 0.592 \
    startpoint_type "flop" \
    antenna_violating_nets_post_route 0 \
    power.share.switching 0.226 \
    worst_pin_slew_ps 876 \
    detailed_route_wire_length_per_cell_um 17.2 \
    enable_flop_cells 0 \
    number_of_flip_flops_in_the_largest_register 120 \
    setup_viol_count_final 0 \
    netSwitchingPower_mw 1.02 \
    max-vdd-ir-drop_mv 0.419 \
    finalWeightedCongestion 0.823 \
    critical_path_cell_sequence "or4_1 > nor2_2 > o211ai_1 > a211oi_1 > clkdlybuf4s50_1" \
    cts_buffer_depth 2 \
    status "complete, no violations" \
    slew_viol_final 0 \
    timing.fmax_mhz 337 \
    grt_pass1_vias 4213 \
    cap_viol_max_count 0 \
    cts-buffers-inserted 17 \
    seq_power_share 0.399 \
    worstReg2RegStart "leds_int[0][20]" \
    most_common_cell "sky130_fd_sc_hd__inv_1" \
    power_density_nw_per_um2 600 \
    leakage_nw 3.26 \
    clk_latency_ps 410 \
    grt_max_degree 217 \
    clock_sinks 120 \
    drc 0 \
    ff2ff_path_depth 3 \
    yosysWarningCount 2 \
    period_utilization 0.958 \
    ys_seq_share 0.592 \
    critPathCaptureType "output pin" \
    floorplan.core_util 0.416 \
    dieWidth_um 115 \
    largestRegisters "leds_int (120)" \
    critPathArrivalTime_ps 2350 \
    flop_cell "sky130_fd_sc_hd__dfrtp_1" \
    detail_route.first_pass.iterations 4 \
    hold_class "in -> async" \
    core.rowCount 40 \
    reg2reg_slack_ps 2310 \
    grt_util_all_layers 0.251 \
    io-pin-count 155 \
    pwr-share-clk 0.470 \
    syn-instance-count 563 \
    route.vias.total 4477 \
    synth_flop_count 120 \
    cell_type_with_the_largest_total_area_after_synthesis "sky130_fd_sc_hd__dfrtp_1" \
    grt_pass1_wl_mm 23.6 \
    grt_antenna_before_repair 0 \
    die_area_sq_um 13100 \
    crit_slowest_cell "sky130_fd_sc_hd__or4_1" \
    synthesis.area_sq_um 5080 \
]
layout make-up:
class	instances	area [sq um]	share of cell area
sequential	120	3000	0.399
timing repair buffer	167	1660	0.221
multi-input combinational	287	1550	0.206
clock buffer	23	468	0.0622
inverter	121	458	0.0609
tap	168	210	0.0279
clock inverter	9	170	0.0226
logic make-up after synthesis:
family	share of synthesized area
AOI/OAI and AO/OA	0.123
DFF	0.592
and+or+nand+nor	0.167
buffers and inverters	0.118
worst max-delay path by stage:
stage               start           end  slack [ps]  cells past startpoint
6_report  leds_int[2][22]  led_index[0]         130                      5
5_1_grt   leds_int[2][22]  led_index[0]         -10                      5
4_1_cts   leds_int[0][22]  led_index[1]           5                      6
power groups by stage:
stage | registers, mW | clock network (mW) | logic [mW]
CTS | 1.80 | 2.15 | 0.586
global route | 1.82 | 2.22 | 0.657
finish | 1.80 | 2.12 | 0.589
critical path: cells and delay by family, from the launching register on:
| kind | cells | cell delay (ps) |
|---|---|---|
| buffers and inverters | 1 | 530 |
| AND/OR/NAND/NOR | 2 | 690 |
| AND-OR/OR-AND | 2 | 340 |
| flip-flops | 1 | 390 |
repair_timing:
item                                    in CTS  in global routing
buffers inserted                             2                  2
endpoints found under the hold margin        0                  0
resized                                      4                 10
pin swaps                                    4                  6
gates cloned                                 0                  0
endpoints found under the setup margin       2                  2
layer usage:
metal  up-vias  routed length [um]  part of all wire  GRT usage
met5         -                   0                 0          0
met4         0                 112            0.0073     0.0277
met3         9                1480             0.096     0.0701
met2       166                6810              0.44      0.361
met1      2127                6950              0.45      0.409
li1       2175                   -                 -          -
through the flow:
step                worst slack (ps)  instances  power (mW)  hold WS [ps]  TNS [ps]
floorplan                       1010        563        1.98           490         0
global route                   -11.6        895        4.70           492     -11.6
CTS                             4.96        893        4.53           472         0
global placement                 299        859        2.39           521         0
finish                           129        895        4.51           486         0
detailed placement               251        859        2.40           535         0
cells in the final DEF (no fill, tap or decap), drive strengths merged:
| master | synthesis | final |
|---|---|---|
| nor4 | 27 | 27 |
| nand3 | 96 | 96 |
| dlygate4sd2 | 0 | 1 |
| clkinvlp | 0 | 1 |
| and2 | 1 | 1 |
| nor2 | 2 | 2 |
| nand2 | 27 | 27 |
| clkinv | 0 | 4 |
| inv | 121 | 120 |
| or4 | 2 | 2 |
| buf | 9 | 14 |
| o311a | 1 | 1 |
| and4bb | 1 | 1 |
| bufinv | 0 | 5 |
| and4 | 1 | 1 |
| dlymetal6s2s | 0 | 1 |
| nor2b | 1 | 1 |
| dfrtp | 120 | 120 |
| clkdlybuf4s50 | 0 | 151 |
| a211oi | 1 | 1 |
| clkbuf | 26 | 23 |
| o21ai | 120 | 120 |
| nand4 | 6 | 6 |
| o211ai | 1 | 1 |
Power and IR drop assume default switching activity.
