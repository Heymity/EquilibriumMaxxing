`./design.v`:
```
module pendulum_input_mux (
    input  wire signed [15:0] alavanca1,
    input  wire signed [15:0] alavanca2,
    input  wire calib_start,
    input  wire sensorFimCurso,
    input  wire trava_servo,
    output reg signed [15:0] al1_drive,
    output reg signed [15:0] al2_drive,
    output wire calib_done
);
    localparam signed [15:0] CALIB_SPEED = 16'sd1000;
    assign calib_done = sensorFimCurso;
    always @(*) begin
        if (calib_start && !sensorFimCurso) begin
            al1_drive = -CALIB_SPEED;
            al2_drive = 0;
        end else if (trava_servo) begin
            al1_drive = 0;
            al2_drive = 0;
        end else begin
            al1_drive = alavanca1;
            al2_drive = alavanca2;
        end
    end
endmodule
```
`./run.sh`:
```
#!/bin/bash
# OpenROAD 26Q1-2900-gdf79404cd8, Yosys 0.63+post, stock flow scripts
make -C /OpenROAD-flow-scripts/flow DESIGN_CONFIG=/design/flow/config.mk WORK_HOME=/design/flow/orfs finish
```
`./config.mk`:
```
export PLATFORM = sky130hd
export DESIGN_NAME = pendulum_input_mux
export DESIGN_NICKNAME = pendulum_input_mux
export VERILOG_FILES = /design/flow/design.v
export SDC_FILE = /design/flow/constraint.sdc
export NUM_CORES = 4
export LEC_CHECK = 1
export CORE_AREA = 10 10 70 70
export DIE_AREA = 0 0 80 80
```
`./constraint.sdc`:
```
current_design pendulum_input_mux

set clk_period 2.3
set clk_io_pct 0.2

create_clock -name clk0 -period $clk_period

set non_clock_inputs [all_inputs -no_clocks]
set_input_delay [expr $clk_period * $clk_io_pct] -clock clk0 $non_clock_inputs
set_output_delay [expr $clk_period * $clk_io_pct] -clock clk0 [all_outputs]
```
==> qor.txt <==
Result of the run - completed
Count of max-cap constraint violations - 0
Biggest fanout along the worst timing path - 12
Worst path slowest cell - sky130_fd_sc_hd__clkdlybuf4s50_1
Worst EP arrival - 1.72 ns
Path category of the worst min-delay check - in2out
Standard-cell rows - 21
Number of clock buffers in the layout - 0
Post-route minimum period - 2.18 ns
Final count of negative-setup-slack endpoints - 0
Maximum single-stage delay on the critical path - 0.50 ns
Total overflow reported by the global router - 0
Leading cell types by total area after synthesis - sky130_fd_sc_hd__nor3b_2, sky130_fd_sc_hd__o21ai_0, sky130_fd_sc_hd__buf_8, sky130_fd_sc_hd__inv_1, sky130_fd_sc_hd__nor3b_1
Grt met2 use - 9.63%
Syn avg cell area - 8.86 sq um
DRC viols - 0
Leak Pwr - 0.465 nW
Simple share - 69.2%
Maximum achievable frequency - 459 MHz
Via count of the routed design - 601
Number of global-route vias before repair - 654
Detailed Route Iter0 Violations - 2
Final core utilization - 35.6%
Mapped Cells - 49
Crit. End Element - output port
Core box area - 0.00342 sq mm
Syn-to-layout area delta - 180%
Portion of synthesized cell area occupied by the leading cell type - 57.6%
Largest net degree at the start of global routing - 20
Type of the worst setup path - in2out
Overall track demand over capacity in global routing - 6.70%
Fa+ha+maj area frac - 0%
GRT met1 Usage - 8.97%
Buffers on Ports - 68
Met3 demand-to-capacity share in global routing - 3.86%
Global-route wire length before repair - 3510 um
Highest ir drop seen on vdd - 0.0000668 V
Fraction of synthesized cell area in xor and xnor cells - 0%
Post-synthesis cell area - 434 sq um
Avg WL per Cell - 14.7 um
Placer Congestion - 0.761
Number of library cell types mapped by synthesis - 10
Worst slew margin - 71.9%
Total power per unit cell area - 157 mW/mm^2
DR vias/cell - 3.71
Synth area leader - sky130_fd_sc_hd__nor3b_2
Final wirelength - 2390 um
Final worst hold slack - 1.63 ns
Slew Limit Fails - 0
Top logic cell family in the synthesized netlist - simple AND/OR/NAND/NOR gates
Required time of the worst setup path - 1.84 ns
Most frequent cell after synthesis - sky130_fd_sc_hd__nor3b_2
Final sequential cell count - 0
RSZ-0062 raised after global routing - no
Register cell area after layout - 0 sq um
Area of the die - 0.00640 sq mm
Hold-fix buffer count after cts - 0
Mux cell area share - 0%
N_diodes - 0
Drt first pass iters - 4
Die Ht - 80 um
Number of warnings the tools reported - 32
Starting density of the core - 12.7%
Post-synthesis cell count from yosys - 49
Layer carrying the most global-route usage - met2
Final-report hold violation count - 0
HPWL reported at the end of detailed placement - 1890 um
Chip area line of the yosys report - 434 sq um
Commonest cells post-synth - sky130_fd_sc_hd__nor3b_2, sky130_fd_sc_hd__inv_1, sky130_fd_sc_hd__o21ai_0
Cells traversed along the worst timing path - dlygate4sd2_1 > nor2b_4 > buf_12 > nor3b_1 > clkdlybuf4s50_1
Routed Antenna Nets - 0
Die width - 80 um
Area fraction in compound gates - 9.22%
Share of cells above drive strength 1 - 27.6%
Seq share, synth - 0%
Antenna violations before repair - 0
Critical Path Source Type - input pin
Top-level I/O count - 68
Yosys warning count - 1
Crit share post-route - 94.7%
Slew at the pin closest to its max-slew limit - 0.420 ns
==> per-stage QoR <==
step | worst slack [ns] | cells | TNS [ns] | area [sq um] | power [mW]
4_1_cts | 0.00274 | 161 | 0 | 1160 | 0.186
3_3_place_gp | -0.310 | 159 | -7.61 | 1130 | 0.178
5_1_grt | 0.0253 | 162 | 0 | 1220 | 0.209
6_report | 0.122 | 162 | 0 | 1220 | 0.191
3_5_place_dp | -0.334 | 159 | -8.08 | 1130 | 0.178
2_1_floorplan | 0.912 | 49 | 0 | 434 | 0.0526
==> layout make-up <==
type                       instances  area [sq um]
tap                               46          57.6
inverter                           8          30.0
timing repair buffer              73           757
multi-input combinational         35           372
fill                             354          2200
==> metal layers <==
layer  share of wire (%)  vias up
met1                  48      247
met4                   0        0
met2                  35       55
li1                    -      299
met5                   0        -
met3                  17        0
==> power by group <==
part | leakage [nW] | internal (mW) | total (mW) | switching (mW)
clock network | 0 | 0 | 0 | 0
logic | 0.465 | 0.142 | 0.191 | 0.0499
registers | 0 | 0 | 0 | 0
==> cells by family after synthesis <==
family / count (synthesis)
and+or+nand+nor: 26
buffers and inverters: 15
AOI/OAI and AO/OA: 8
==> layout by cell type (no fill, tap or decap) <==
cell type	n
sky130_fd_sc_hd__buf_12	2
sky130_fd_sc_hd__buf_4	2
sky130_fd_sc_hd__clkbuf_16	1
sky130_fd_sc_hd__clkbuf_2	1
sky130_fd_sc_hd__clkdlybuf4s50_1	65
sky130_fd_sc_hd__dlygate4sd2_1	1
sky130_fd_sc_hd__dlymetal6s2s_1	1
sky130_fd_sc_hd__inv_1	8
sky130_fd_sc_hd__nand2b_2	1
sky130_fd_sc_hd__nor2b_4	2
sky130_fd_sc_hd__nor3b_1	1
sky130_fd_sc_hd__nor3b_2	23
sky130_fd_sc_hd__o21ai_0	8
==> critical path: cells and delay by family <==
| family | cells | cell delay (ns) |
|---|---|---|
| buffers and inverters | 3 | 0.93 |
| AND/OR/NAND/NOR | 2 | 0.33 |
==> worst paths after layout <==
path / from / end / slack [ns] / cells past startpoint
hold / removal: sensorFimCurso / calib_done / 1.63 / 3
setup / recovery: calib_start / al2_drive[15] / 0.12 / 5
==> timing repair <==
| action | CTS | global route |
|---|---|---|
| buffers inserted | 1 | 0 |
| gates resized | 3 | 10 |
| setup endpoints to repair | 32 | 30 |
| gates cloned | 1 | 1 |
No activity file was given, so power comes from the tool's default toggle rates.
